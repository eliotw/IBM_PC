$ cat design/flow/config.mk
export PLATFORM = sky130hd
export DESIGN_NAME = timer
export DESIGN_NICKNAME = timer
export VERILOG_FILES = /design/flow/design.v
export SDC_FILE = /design/flow/constraint.sdc
export NUM_CORES = 4
export LEC_CHECK = 1
export CORE_UTILIZATION = 50
$ cat design/flow/constraint.sdc
current_design timer

set clk_period 4.7
set clk_io_pct 0.2

create_clock -name clk0 -period $clk_period [get_ports {wb_clk_i}]

set non_clock_inputs [all_inputs -no_clocks]
set_input_delay [expr $clk_period * $clk_io_pct] -clock clk0 $non_clock_inputs
set_output_delay [expr $clk_period * $clk_io_pct] -clock clk0 [all_outputs]
$ cat design/flow/design.v
module timer
  (
    input             wb_clk_i,
    input             wb_rst_i,
    input             wb_adr_i,
    input      [1:0]  wb_sel_i,
    input      [15:0] wb_dat_i,
    output reg [15:0] wb_dat_o,
    input             wb_stb_i,
    input             wb_cyc_i,
    input             wb_we_i,
    output            wb_ack_o,
    output reg        wb_tgc_o,    
    input             tclk_i,      
    input             gate2_i,
    output            out2_o
  );
  wire [15:0] data_ib;
  wire wr_cyc1;
  wire rd_cyc1;
  wire [1:0] datasel;
  wire intr, refresh;
  reg intr1;
  wire wrc, wrd0, wrd1, wrd2, rdd0, rdd1, rdd2;
  wire [7:0] data0;
  wire [7:0] data1;
  wire [7:0] data2;
  always @(posedge wb_clk_i)
  begin
    intr1 <= wb_rst_i ? 1'b0 : intr;
    wb_tgc_o <= wb_rst_i ? 1'b0 : (!intr1 & intr);
  end
  reg [7:0] data_i;
  reg [15:0] data_ob;
  always @(datasel or data0 or data1 or data2)
    case (datasel)
      2'b00: data_ob = { 8'h0, data0 };
      2'b01: data_ob = { data1, 8'h0 };
      2'b10: data_ob = { 8'h0, data2 };
      2'b11: data_ob = { 8'h0, 8'h0 };  
    endcase
  always @(datasel or data_ib)
    case (datasel)
      2'b00: data_i = data_ib[7:0];
      2'b01: data_i = data_ib[15:8];
      2'b10: data_i = data_ib[7:0];
      2'b11: data_i = data_ib[15:8];
    endcase
  assign wrc = wr_cyc1 & (datasel == 2'b11);
  assign wrd0 = wr_cyc1 & (datasel == 2'b00);
  assign wrd1 = wr_cyc1 & (datasel == 2'b01);
  assign wrd2 = wr_cyc1 & (datasel == 2'b10);
  assign rdd0 = rd_cyc1 & (datasel == 2'b00);
  assign rdd1 = rd_cyc1 & (datasel == 2'b01);
  assign rdd2 = rd_cyc1 & (datasel == 2'b10);
  assign wb_ack_o = wb_stb_i & wb_cyc_i;
  assign wr_cyc1 = wb_ack_o & wb_we_i;
  assign rd_cyc1 = wb_ack_o & ~wb_we_i;
  assign datasel = {wb_adr_i,wb_sel_i[1]};
  always @(data_ob)
    wb_dat_o = data_ob;
  assign data_ib = wb_dat_i;
  timer_counter cnt0 (
    .cntnum (2'd0),
    .cw0    (6'h36),       
    .cr0    (16'hFFFF),    
    .clkrw  (wb_clk_i),
    .rst    (wb_rst_i),
    .wrc    (wrc),
    .wrd    (wrd0),
    .rdd    (rdd0),
    .data_i (data_i),
    .data_o (data0),
    .clkt   (tclk_i),
    .gate   (1'b1),
    .out    (intr)
    );
  timer_counter cnt1 (
    .cntnum (2'd1),
    .cw0    (6'h14),       
    .cr0    (16'h0012),    
    .clkrw  (wb_clk_i),
    .rst    (wb_rst_i),
    .wrc    (wrc),
    .wrd    (wrd1),
    .rdd    (rdd1),
    .data_i (data_i),
    .data_o (data1),
    .clkt   (tclk_i),
    .gate   (1'b1),
    .out    (refresh)
    );
  timer_counter cnt2 (
    .cntnum (2'd2),
    .cw0    (6'h36),       
    .cr0    (16'h04A9),    
    .clkrw  (wb_clk_i),
    .rst    (wb_rst_i),
    .wrc    (wrc),
    .wrd    (wrd2),
    .rdd    (rdd2),
    .data_i (data_i),
    .data_o (data2),
    .clkt   (tclk_i),
    .gate   (gate2_i),
    .out    (out2_o)
    );
endmodule
module timer_counter(
  input [1:0] cntnum,        
  input [5:0] cw0,           
  input [15:0] cr0,          
  input clkrw,               
  input rst,                 
  input wrc,                 
  input wrd,                 
  input rdd,                 
  input [7:0] data_i,        
  output reg [7:0] data_o,   
  input clkt,                
  input gate,                
  output out                 
  );
  localparam
          DATL = 2'd0,
          DATH = 2'd1,
          STAT = 2'd2;
  reg [15:0] rCounter;       
  reg [15:0] rConstant;      
  reg [5:0] rControl;        
  reg [15:0] rLatchD;        
  reg [7:0] rLatchS;         
  reg bOut;                     
  reg bFn;
  reg clcd, clcs;            
  reg fWroteLow;
  reg fWroteHigh;
  reg fCount;
  reg bCurrentClk;
  reg bFilterClk1;
  reg bFilterClk2;
  reg fLatchData;
  reg fLatchStat;
  reg rdd1;
  reg [1:0] outmux;
  reg fToggleHigh;
  wire fReadEnd;
  wire [2:0] rbc_cnt_mask = data_i[3:1];
  wire fMode3 = (rControl[2:1] == 2'b11);
  wire fRWLow = rControl[4];
  wire fRWHigh = rControl[5];
  assign out = bOut;
  always @(posedge clkrw)
  begin
    if (rst)
    begin
      rControl <= cw0;
      clcd <= 1'b0;
      clcs <= 1'b0;
    end
    else
    begin
      if (wrc && data_i[7:6] == cntnum)
      begin
        if (data_i[5:4] == 2'b00) 
          clcd <= 1'b1;             
        else
          rControl <= data_i[5:0];  
      end
      else if (wrc && data_i[7:6] == 2'b11 && rbc_cnt_mask[cntnum])
      begin
        clcd <= ~data_i[5];         
        clcs <= ~data_i[4];
      end
      if (clcd)
        clcd <= 1'b0;   
      if (clcs)
        clcs <= 1'b0;   
    end
  end
  always @(posedge clkrw)
  begin
    if (rst)
    begin
      rConstant <= cr0;
      fWroteLow <= 1'b0;
      fWroteHigh <= 1'b0;
    end
    else
    begin
      if (fWroteHigh || wrc)
      begin
        fWroteLow <= 1'b0;
        fWroteHigh <= 1'b0;
      end
      if (wrd)  
      begin
        if (!fWroteLow)
        begin
          if (fRWLow)
            rConstant[7:0] <= data_i[7:0];
          fWroteLow <= 1'b1;
          if (!fRWHigh)
          begin
            rConstant[15:8] <= 8'b00000000;
            fWroteHigh <= 1'b1;
          end
        end
        if (!fWroteHigh && (fWroteLow || !fRWLow))
        begin
          if (fRWHigh)
            rConstant[15:8] <= data_i[7:0];
          fWroteHigh <= 1'b1;
          if (!fRWLow)
          begin
            rConstant[7:0] <= 8'b00000000;
            fWroteLow <= 1'b1;
          end
        end
      end  
    end
  end
  always @(posedge clkrw)
  begin
    if (rst)
    begin
      fCount <= 1'b0;
      bCurrentClk <= 1'b0;
      bFilterClk1 <= 1'b0;
      bFilterClk2 <= 1'b0;
    end
    else
    begin
      bFilterClk1 <= clkt;
      bFilterClk2 <= bFilterClk1;
      if ((bFilterClk1 == bFilterClk2) && (bCurrentClk != bFilterClk2))
      begin
        bCurrentClk <= bFilterClk2;
        if (bCurrentClk == 1'b1)  
          fCount <= 1'b1;
      end
      if (fCount)
        fCount <= 1'b0;  
    end
  end  
  always @(posedge clkrw)
  begin
    if (rst)
    begin
      bOut <= 1'b1;
      rCounter <= cr0 & ((cw0[2:1] == 2'b11) ? 16'hFFFE : 16'hFFFF);  
      bFn <= 1'b0;
    end
    else
    begin
      if (fWroteHigh)
      begin
        rCounter <= rConstant & ((fMode3) ? 16'hFFFE : 16'hFFFF);
        bOut <= 1'b1;
      end
      else if (fCount && gate)  
      begin
        if ((fMode3) ? (bOut == 1'b0 && rCounter == 16'h0002) : (bOut == 1'b0))
        begin
          rCounter <= rConstant & ((fMode3) ? 16'hFFFE : 16'hFFFF);
          bOut <= 1'b1;
        end
        else if (fMode3 && bOut == 1'b1 && rCounter == ((rConstant[0]) ? 16'h0000 : 16'h0002))
        begin
          rCounter <= rConstant & 16'hFFFE;
          bOut <= 1'b0;
        end
        else if (!fMode3 && rCounter == 16'h0002)
          bOut <= 1'b0;
        else
          rCounter <= rCounter - ((fMode3) ? 16'h0002 : 16'h0001);
      end
    end
  end
  always @(posedge clkrw)
  begin
    if (rst)
    begin
      fLatchData <= 1'b0;
      fLatchStat <= 1'b0;
      rLatchD <= 16'b0;
      rLatchS <= 8'b0;
    end
    else
    begin
      if (!fLatchData)
        rLatchD <= rCounter;
      if (!fLatchStat)
        rLatchS <= {bOut, bFn, rControl};
      if (clcd)
        fLatchData <= 1'b1;
      if (clcs)
        fLatchStat <= 1'b1;
      if (fReadEnd)
      begin
        if (fLatchStat)
          fLatchStat <= 1'b0;
        else if (fLatchData)
          fLatchData <= 1'b0;
      end
    end
  end
  always @(outmux or rLatchS or rLatchD)
  begin
    case (outmux)
      STAT: data_o = rLatchS;
      DATH: data_o = rLatchD[15:8];
      DATL: data_o = rLatchD[7:0];
    endcase
  end
  assign fReadEnd = !rdd && rdd1;  
  always @(posedge clkrw)
  begin
    if (rst)
    begin
      rdd1 <= 1'b0;
      outmux <= DATL;
      fToggleHigh <= 1'b0;
    end
    else
    begin
      rdd1 <= rdd;
      if (fLatchStat)
        outmux <= STAT;
      else if ((fRWHigh && !fRWLow) || (fRWHigh && fToggleHigh))
        outmux <= DATH;
      else
        outmux <= DATL;
      if (wrc)
        fToggleHigh <= 1'b0;
      else if (fReadEnd && !fLatchStat)
        fToggleHigh <= !fToggleHigh;
    end
  end
endmodule
$ cat design/flow/run.sh
#!/bin/bash
# OpenROAD 26Q1-2900-gdf79404cd8, Yosys 0.63+post, stock flow scripts
make -C /OpenROAD-flow-scripts/flow DESIGN_CONFIG=/design/flow/config.mk WORK_HOME=/design/flow/orfs finish
==> results.cfg <==
; yosys + openroad results
[synth]
flop_cell = dfxtp_1
yosysWarnings = 2
netlist_area_um2 = 10950
avgSynthCellArea_um2 = 8.584
synth-edff-count = 0
synthArstFlopShare = 0
xor_share = 0.003199
mux_share = 0.09116
aoi_share = 0.1795
yosys_cells = 1276
ys.flops = 253
yosysUniqueCellTypes = 71
logic_family = simple AND/OR/NAND/NOR gates
synthCells = 1276
ys_chip_area_um2 = 10950
ys_sh_simple = 0.2206
synth_adder_area_share = 0.01234

[grt]
grt_max_degree = 71
grt_usage = 0.2747
grt_remaining_overflow = 0
grt_pass1_vias = 8296
grt_pass1_wl_um = 46000
antenna_found_initial = 0

[clocking]
cts.hold.buffers_added = 0
h-tree-depth = 1
cts_buffer_depth = 3
cts-resized-gates = 0
cts_tree = built
root_buffer = clkbuf_16
clkTransAtPathRegs_ns = 0.06
post_cts_buffers = 0
numCtsBuffers = 26
clock_latency_ns = 0.52

[power_and_ir_drop]
power_frac_comb = 0.048
p_int_uw = 3171
power_leakage_uw = 0.004629
p_total_uw = 4099
p_sw_frac = 0.2265
p_clk_frac = 0.466
peakVddDrop_mv = 0.2925
power.density_nw_per_um2 = 329.8
p_switching_uw = 928.4
p_seq_frac = 0.486

[placed_design]
dp_slack_ns = 1.034
gp_congestion = 0.8682
dpl.hpwl_um = 20130
io_buffer_count = 43

[timing]
finalClockPeriodUsage = 0.7846
maxSlewHeadroom = 0.4234
period_minus_slack_ns = 3.688
fin_skew_ns = 0.005397
setup_viol = 0
fmax_mhz = 271.2
drv_slew = 0
tns_ns = 0
unclocked_regs = 24
worst_pin_slew_ns = 0.8409
hold_viol = 0
untimed_endpoints = 24
timing.hold.ws_ns = 0.3859
setup_ws_ns = 1.012
grt_setup_unrepaired = no

[critical_path]
critical-path-top-delay-family = buffers and inverters
cp_num_buf_inv = 3
endpoint_kind = primary output
crit_path_frequent_cell = clkdlybuf4s50_1
path_cells = clkdlybuf4s50_1 -> nor2b_1 -> buf_4 -> and2_1 -> clkdlybuf4s50_1
worstPathArrival_ns = 2.75
worstPathMaxFanout = 9
slowest_delay_ns = 0.80
crit_required_ns = 3.76
ff2ff_setup_slack_ns = 1.96
cp_slowest_cell = clkdlybuf4s50_1
crit_type = input pin to primary output
cp-start-kind = input pin

[finish]
lay_top_cells = dfxtp_1 (229), nor2_1 (190), nand2_1 (110), mux2i_1 (93), a21oi_1 (90)
area_growth_pct = 13.47
layout_top_cell = dfxtp_1
drive_gt1_frac = 0.07371
fin_util = 0.5857

[routing]
via_count = 9075
drc = 0
antenna_cells = 0
drt-total-wl_um = 28940
via_per_inst = 5.704
wl_met2_um = 12510
wl_per_cell_um = 18.19
wl_met3_um = 1697
wl_met1_um = 14320
postRouteAntennaNets = 0
dr.max_layer_used = met4
dr.first_iter.drc_count = 500
first_pass_iters = 6

[die]
dieArea_um2 = 22500
core_um2 = 21220
fp.dieW_um = 150.0
core.rowCount = 53
io_pins = 45
chipHeight_um = 150.0
fp_util = 0.5162

[flow_run]
cap_violations = 0
tool_warnings = 26

[outcome]
outcome = complete, no violations

[min_path]
min-delay-path-class = register to register
synth_stat cells (all sizes together) (11+ instances only):
library cell / instances / area, um^2
dfxtp: 229 / 4584
nor2: 190 / 713.2
nand2: 110 / 412.9
mux2i: 93 / 930.9
a21oi: 90 / 450.4
o21ai: 61 / 305.3
clkbuf: 55 / 207.7
nor3: 43 / 215.2
inv: 35 / 131.4
a22oi: 34 / 255.2
dlxtn: 24 / 360.4
buf: 23 / 118.9
nand2b: 21 / 131.4
a211oi: 19 / 147.6
nor4: 19 / 148.9
nor2b: 18 / 112.6
nand3: 17 / 85.08
o21bai: 17 / 127.6
a221o: 13 / 130.1
and2: 13 / 81.33
o32ai: 12 / 112.6
nand4: 11 / 68.82
or2: 11 / 68.82
or4: 11 / 90.08
layer usage:
metal  track usage  up-vias
met3       0.04845       32
met1        0.4530     4243
met4       0.04091        0
met2        0.3961      197
met5             0        -
li1              -     4603
worst register-to-register path, delay by kind of cell (launching register included):
| family | cells | cell delay (ns) |
|---|---|---|
| DFF | 1 | 0.40 |
| AOI/OAI and AO/OA | 2 | 0.36 |
| and+or+nand+nor | 4 | 1.85 |
stage by stage:
stage / cell area, um^2 / instances
after floorplan: 10950 / 1276
after CTS: 12430 / 1591
after global routing: 12430 / 1591
after global placement: 11630 / 1546
final: 12430 / 1591
after detailed placement: 11630 / 1546
worst paths after layout:
check                         from                 to  cells after the start
setup reg to reg  cnt2.rCounter[8]  cnt2.rCounter[14]                      6
setup / recovery       wb_sel_i[1]        wb_dat_o[9]                      5
hold / removal               intr1           wb_tgc_o                      1
hold reg to reg              intr1           wb_tgc_o                      1
power groups by stage:
stage | combinational [uW] | clock (uW) | sequential [uW]
final | 198 | 1910 | 1990
after global routing | 216 | 2010 | 2000
after CTS | 198 | 1940 | 1990
registers in the layout (all words and copies together), names as in the netlist, 3 cells and up:
| name | cells |
|---|---|
| cnt0.rControl | 6 |
| cnt2.rLatchD | 16 |
| cnt1.outmux | 3 |
| cnt2.rConstant | 16 |
| cnt2.rLatchS | 7 |
| cnt0.data_o | 8 |
| cnt2.rCounter | 16 |
| cnt2.rControl | 6 |
| cnt0.rConstant | 16 |
| cnt2.data_o | 8 |
| cnt2.outmux | 3 |
| cnt1.rCounter | 16 |
| cnt1.rControl | 6 |
| cnt0.rLatchS | 7 |
| cnt1.data_o | 8 |
| cnt1.rConstant | 16 |
| cnt1.rLatchD | 16 |
| cnt1.rLatchS | 7 |
| cnt0.rLatchD | 16 |
| cnt0.outmux | 3 |
| cnt0.rCounter | 16 |
kinds of logic (layout without fill, tap and decap cells):
family,after synthesis,in the layout
simple gates,500,500
fa+ha+maj,9,9
latches,24,24
compound gates,298,298
buf+inv,113,153
flops,229,229
mux,99,99
xor+xnor,4,4
final cells by class:
class | count | area (um^2)
inverters | 35 | 131.4
well taps | 275 | 344.1
clock buffers | 39 | 770.7
fillers | 1889 | 8792
clock inverters | 6 | 30.03
repair buffers | 73 | 656.9
flip-flops and latches | 253 | 4945
multi-input cells | 910 | 5550
Power figures rest on the tool's default switching activity, not on a simulated workload.
